==> design.v <==
parameter int WIDTH          = 32;   
parameter int RS             = 5;    
parameter int RD             = 5;    
parameter int IMM            = 32;   
parameter int SUB_OPCODE     = 4;    
parameter int OPCODE     = 5;    
parameter int LOAD_TYPE      = 3;    
parameter int ALU_OP         = 4;    
parameter int FORWARD_MODE   = 3;    
typedef enum logic [LOAD_TYPE-1:0] {
    LOAD_BYTE     = 3'b000,
    LOAD_HALF     = 3'b001,
    LOAD_WORD     = 3'b010,
    LOAD_BYTE_U   = 3'b100,
    LOAD_HALF_U   = 3'b101
} load_type_e;
typedef enum logic [FORWARD_MODE-1:0] {
    FORWARD_NORMAL           = 3'b000,
    FORWARD_BRANCH_EX        = 3'b001,
    FORWARD_MEMORY_EX        = 3'b010,
    FORWARD_BRANCH_MEM       = 3'b011,
    FORWARD_MEMORY_MEM       = 3'b100,
    FORWARD_BRANCH_WB        = 3'b101,
    FORWARD_MEMORY_WB        = 3'b110
} forward_mode_e;
typedef enum logic [ALU_OP-1:0] {
    ALU_ADD    = 4'd0,
    ALU_SUB    = 4'd1,
    ALU_SLL    = 4'd2,
    ALU_SLT    = 4'd3,
    ALU_SLTU   = 4'd4,
    ALU_XOR    = 4'd5,
    ALU_SRL    = 4'd6,
    ALU_SRA    = 4'd7,
    ALU_OR     = 4'd8,
    ALU_AND    = 4'd9
} alu_op_e;
function automatic logic [WIDTH-1:0] Forwarding_MUX (
    input logic [FORWARD_MODE-1:0] Control_Signal,
    input logic [WIDTH-1:0] Normal_Data,
    input logic [WIDTH-1:0] Forwarding_From_Branch_Ex,
    input logic [WIDTH-1:0] Forwarding_From_Memory_Ex,
    input logic [WIDTH-1:0] Forwarding_From_Branch_Mem,
    input logic [WIDTH-1:0] Forwarding_From_Memory_Mem,
    input logic [WIDTH-1:0] Forwarding_From_Branch_WB,
    input logic [WIDTH-1:0] Forwarding_From_Memory_WB
);
    case (Control_Signal)
        FORWARD_NORMAL:        Forwarding_MUX = Normal_Data;
        FORWARD_BRANCH_EX:     Forwarding_MUX = Forwarding_From_Branch_Ex;
        FORWARD_MEMORY_EX:     Forwarding_MUX = Forwarding_From_Memory_Ex;
        FORWARD_BRANCH_MEM:    Forwarding_MUX = Forwarding_From_Branch_Mem;
        FORWARD_MEMORY_MEM:    Forwarding_MUX = Forwarding_From_Memory_Mem;
        FORWARD_BRANCH_WB:     Forwarding_MUX = Forwarding_From_Branch_WB;
        FORWARD_MEMORY_WB:     Forwarding_MUX = Forwarding_From_Memory_WB;
        default:               Forwarding_MUX = 32'd0;
    endcase
endfunction
module LoopDetector (
    input logic clk,
    input logic rst,
    input logic [WIDTH-1:0]PC_F,
    input logic [WIDTH-1:0]PC_EX,
    input logic [WIDTH-1:0]PC_destination,
    input logic branch_en_F,
    input logic branch_en_EX,
    input logic feedback_from_ALU,
    output logic loop_decision,
    output logic LD_en
    );
    logic [7:0]counter_table[255:0]; 
    logic [8:0]memory_table[255:0]; 
    logic [7:0]temp_counter;
    logic [WIDTH-1:0]comparator_out;
    logic loop_en;
    Kogge_Stone Comparator(
        .in0(PC_destination),
        .in1(PC_F),
        .sub_en(1'b1),
        .out(comparator_out)
    );
    assign loop_en = comparator_out[WIDTH-1];
    int i;
    always_ff @(posedge clk, negedge rst)
    begin
        if(!rst)
        begin
            for(i = 0; i < 256 ; i = i+1)
            begin
                counter_table[i] <= 8'd0;
                memory_table[i] <= {1'd0 , 8'd0};
            end
        end
        else
        begin
            if(loop_en && branch_en_F)
            begin
                counter_table[PC_F[7:0]] <= counter_table[PC_F[7:0]] + 8'd1;
                temp_counter <= counter_table[PC_F[7:0]] + 8'd1;
            end
            else
            begin
                temp_counter <= counter_table[PC_F[7:0]][7:0];
            end
            if(branch_en_EX)
            begin
                if(feedback_from_ALU)
                begin
                    memory_table[PC_EX[7:0]][7:0] <= counter_table[PC_EX][7:0];
                    memory_table[PC_EX[7:0]][8] <= 1'b1;
                end
                else 
                begin
                    memory_table[PC_EX[7:0]][8] <= 1'd0;
                    counter_table[PC_EX[7:0]][7:0] <= 8'd0;
                end
            end
            else 
            begin
            end
        end
    end
    assign LD_en = memory_table[PC_F[7:0]][8];
    assign loop_decision = (LD_en) ? (memory_table[PC_F[7:0]][7:0] - counter_table[PC_F[7:0]] >= 0) ? 1'b1 : 1'b0 : 1'b0;
endmodule
module Kogge_Stone
	#(
	parameter X = 161
	)
	(
	input logic [WIDTH-1 : 0]in0,
	input logic [WIDTH-1 : 0]in1,
	input logic sub_en, 
	output logic overflow,
	output logic [WIDTH-1 : 0]out
	);
	wire [WIDTH-1 : 0]wire_in0;
	wire [WIDTH-1 : 0]wire_in1;
	wire [X-1:0]wire_prop;
	wire [X-1:0]wire_gen;
	wire [32 : 0]wire_carry;	
	assign wire_carry[0] = sub_en;
	genvar i;
	generate 
		for(i=0 ; i<32 ; i=i+1)begin
			assign wire_in1[i] = in1[i] ^ wire_carry[0];
			assign wire_in0[i] = in0[i];
		end
	endgenerate
	generate 
	for(i=0 ; i<32 ; i=i+1)begin 
		assign wire_prop[i] = wire_in0[i] ^ wire_in1[i];
		assign wire_gen[i] = wire_in1[i] & wire_in0[i];
	end 
	for(i=32 ; i<63 ; i=i+1)begin 
		assign wire_prop[i] = wire_prop[i-31] & wire_prop[i-32];
		assign wire_gen[i] = wire_gen[i-31] | (wire_prop[i-31] & wire_gen[i-32]); 
	end 
endgenerate
    assign wire_prop[63] = wire_prop[33] & wire_prop[0];
    assign wire_gen[63] = wire_gen[33] | (wire_prop[33] & wire_gen[0]);
    generate 
    for(i=64 ; i<93 ; i=i+1)begin 
        assign wire_prop[i] = wire_prop[i-30] & wire_prop[i-32];
        assign wire_gen[i] = wire_gen[i-30] | (wire_prop[i-30] & wire_gen[i-32]);
    end
    endgenerate
    assign wire_prop[93] = wire_prop[65] & wire_prop[0];
    assign wire_gen[93] = wire_gen[65] | (wire_prop[65] & wire_gen[0]);
    assign wire_prop[94] = wire_prop[66] & wire_prop[32];
    assign wire_gen[94] = wire_gen[66] | (wire_prop[66] & wire_gen[32]);
    generate 
        for(i=95 ; i<121 ;i=i+1)begin 
            assign wire_prop[i] = wire_prop[i-28] & wire_prop[i-32];
            assign wire_gen[i] = wire_gen[i-28] | (wire_prop[i-28] & wire_gen[i-32]);
        end
    endgenerate
    assign wire_prop[121] = wire_prop[97] & wire_prop[0];
    assign wire_gen[121] = wire_gen[97] | (wire_prop[97] & wire_gen[0]);
    assign wire_prop[122] = wire_prop[98] & wire_prop[32];
    assign wire_gen[122] = wire_gen[98] | (wire_prop[98] & wire_gen[32]);
    assign wire_prop[123] = wire_prop[99] & wire_prop[63];
    assign wire_gen[123] = wire_gen[99] | (wire_prop[99] & wire_gen[63]);
    assign wire_prop[124] = wire_prop[100] & wire_prop[64];
    assign wire_gen[124] = wire_gen[100] | (wire_prop[100] & wire_gen[64]);
    generate 
    for(i=125 ; i<145 ; i=i+1)begin 
        assign wire_prop[i] = wire_prop[i-24] & wire_prop[i-32];
        assign wire_gen[i] = wire_gen[i-24] | (wire_prop[i-24] & wire_gen[i-32]);
    end 
    endgenerate
    assign wire_prop[145] = wire_prop[129] & wire_prop[0];
    assign wire_gen[145] = wire_gen[129] | (wire_prop[129] & wire_gen[0]);
    assign wire_prop[146] = wire_prop[130] & wire_prop[32];
    assign wire_gen[146] = wire_gen[130] | (wire_prop[130] & wire_gen[32]);
    assign wire_prop[147] = wire_prop[131] & wire_prop[63];
    assign wire_gen[147] = wire_gen[131] | (wire_prop[131] & wire_gen[63]);
    assign wire_prop[148] = wire_prop[132] & wire_prop[64];
    assign wire_gen[148] = wire_gen[132] | (wire_prop[132] & wire_gen[64]);
    assign wire_prop[149] = wire_prop[133] & wire_prop[93];
    assign wire_gen[149] = wire_gen[133] | (wire_prop[133] & wire_gen[93]);
    assign wire_prop[150] = wire_prop[134] & wire_prop[94];
    assign wire_gen[150] = wire_gen[134] | (wire_prop[134] & wire_gen[94]);
    assign wire_prop[151] = wire_prop[135] & wire_prop[95];
    assign wire_gen[151] = wire_gen[135] | (wire_prop[135] & wire_gen[95]);
    assign wire_prop[152] = wire_prop[136] & wire_prop[96];
    assign wire_gen[152] = wire_gen[136] | (wire_prop[136] & wire_gen[96]);
    generate 
    for(i=153 ; i<161 ; i=i+1)begin
        assign wire_prop[i] = wire_prop[i-16] & wire_prop[i-32] ;
        assign wire_gen[i] = wire_gen[i-16] | (wire_prop[i-16] & wire_gen[i-32]);
    end
    endgenerate
	assign wire_carry[1] = wire_gen[0] | (wire_prop[0] & wire_carry[0]);
	assign wire_carry[2] = wire_gen[32] | (wire_prop[32] & wire_carry[0]);
	assign wire_carry[3] = wire_gen[63] | (wire_prop[63] & wire_carry[0]);
	assign wire_carry[4] = wire_gen[64] | (wire_prop[64] & wire_carry[0]);
	assign wire_carry[5] = wire_gen[93] | (wire_prop[93] & wire_carry[0]);
	assign wire_carry[6] = wire_gen[94] | (wire_prop[94] & wire_carry[0]);
	assign wire_carry[7] = wire_gen[95] | (wire_prop[95] & wire_carry[0]);
	assign wire_carry[8] = wire_gen[96] | (wire_prop[96] & wire_carry[0]);
	assign wire_carry[9] = wire_gen[121] | (wire_prop[121] & wire_carry[0]);
	assign wire_carry[10] = wire_gen[122] | (wire_prop[122] & wire_carry[0]);
	assign wire_carry[11] = wire_gen[123] | (wire_prop[123] & wire_carry[0]);
	assign wire_carry[12] = wire_gen[124] | (wire_prop[124] & wire_carry[0]);
	assign wire_carry[13] = wire_gen[125] | (wire_prop[125] & wire_carry[0]);
	assign wire_carry[14] = wire_gen[126] | (wire_prop[126] & wire_carry[0]);
	assign wire_carry[15] = wire_gen[127] | (wire_prop[127] & wire_carry[0]);
	assign wire_carry[16] = wire_gen[128] | (wire_prop[128] & wire_carry[0]);
	generate 
		for(i=145 ; i<161 ; i= i+1)begin 
			assign wire_carry[i-128] = wire_gen[i] | (wire_prop[i] & wire_carry[0]);
		end 
	endgenerate
	wire [31:0]wire_out;
	generate 
		for(i=0 ; i<32 ; i=i+1)begin 
			assign wire_out[i] = wire_carry[i] ^ wire_prop[i];
		end
	endgenerate
	assign out = wire_out;
	wire sign0 = in0[31];
	wire sign1 = in1[31];
	wire sign_out = out[31];
	assign overflow = sub_en ? (!sign0 && sign1) || (sign0 && !sign1) :	(sign0 && sign1) || !(sign0 && sign1);
endmodule
==> run.sh <==
#!/bin/bash
# OpenROAD 26Q1-2900-gdf79404cd8, Yosys 0.63+post, stock flow scripts
make -C /OpenROAD-flow-scripts/flow DESIGN_CONFIG=/design/flow/config.mk WORK_HOME=/design/flow/orfs finish
==> config.mk <==
export PLATFORM = sky130hd
export DESIGN_NAME = LoopDetector
export DESIGN_NICKNAME = LoopDetector
export VERILOG_FILES = /design/flow/design.v
export SDC_FILE = /design/flow/constraint.sdc
export NUM_CORES = 4
export LEC_CHECK = 1
export CORE_UTILIZATION = 30
==> constraint.sdc <==
current_design LoopDetector

set clk_period 5.6
set clk_io_pct 0.2

create_clock -name clk0 -period $clk_period [get_ports {clk}]

set non_clock_inputs [all_inputs -no_clocks]
set_input_delay [expr $clk_period * $clk_io_pct] -clock clk0 $non_clock_inputs
set_output_delay [expr $clk_period * $clk_io_pct] -clock clk0 [all_outputs]
==> out/results.tsv <==
stage	metric	value	unit
floorplan	Die Ht	217.9	µm
finish	share of cells above drive strength 1	0.3232	
timing	setup skew after layout	0	ns
timing	Peak Freq	0.1794	GHz
finish	Core Util, Final	0.3564	
clock_network	Num Clock Sinks	256	
yosys	xor/xnor share	0.0006263	
placed_design	placer congestion estimate	0.9561	
floorplan	Top-Level Pins	103	
clock_network	CTS hold repair buffers	0	
yosys	area reported by Yosys stat	13980	µm²
finish	leading cell types in the layout, fill and taps excluded	sky130_fd_sc_hd__nand2_1, sky130_fd_sc_hd__mux2_2, sky130_fd_sc_hd__dfrtp_1, sky130_fd_sc_hd__buf_4, sky130_fd_sc_hd__a22oi_1	
critical_path	Arr. time, crit path	4.45	ns
clock_network	clock transition time at the flip-flop clock pins of the worst setup and hold paths	0.06	ns
critical_path	critical path startpoint category	input port	
placed_design	DP Wirelength	32.27	mm
clock_network	cell at the root of the clock tree	sky130_fd_sc_hd__clkbuf_16	
drt	detailed router's first-iteration violation count	900	
finish	commonest non-fill, non-tap cell in the layout	sky130_fd_sc_hd__nand2_1	
run_status	run status	finished, final reports clean	
global_routing	total routing resource utilization after global routing	0.2107	
yosys	biggest combinational cell group after synthesis	multiplexers	
clock_network	clock network latency to the later pin of the worst-skew pair	0.57	ns
yosys	cell area after synthesis	13980	µm²
floorplan	width of the die	217.9	µm
clock_network	buffers inserted by post-CTS timing repair	0	
critical_path	nature of the critical path endpoint	primary output	
floorplan	number of placement rows	78	
yosys	Synth area leaders	sky130_fd_sc_hd__dfrtp_1, sky130_fd_sc_hd__mux2_2, sky130_fd_sc_hd__nand2_1	
placed_design	number of buffer cells added on primary ports	21	
timing	number of max-slew violations in the final report	0	
yosys	post-synthesis area per instance	10.43	µm²
global_routing	antenna violations before repair	0	
critical_path	worst reg2reg path startpoint	memory_table[0][8]	
yosys	Dominant Register Cell	sky130_fd_sc_hd__dfrtp_1	
pwr	total leakage power	7.073	nW
yosys	Multiplexer share	0.2312	
global_routing	maximum number of pins on one net before global-route repair	167	
drt	per-cell routed wire length	24.12	µm
timing	clock period minus final worst setup slack	5.573	ns
pwr	power per standard cell area	266.5	nW/µm²
run	tally of OpenROAD warnings	110	
critical_path	highest net fanout along the worst path	16	
yosys	count of mapped cells out of synthesis	1341	
drt	met3 layer wire length in the routed design	4.798	mm
yosys	yosys synthesis warning count	3	
timing	tightest hold margin	0.4917	ns
drt	M1 WL	19.68	mm
pwr	worst-case vdd ir drop	0.2855	mV
finish	register containing the most flip-flops in the final layout	memory_table	
clock_network	number of buffers inserted during clock tree synthesis	29	
yosys	Largest type area fraction	0.4581	
yosys	Post-synth ARST share	1.000	
yosys	flip-flops with a built-in enable	0	
critical_path	timing startpoint of the critical path	PC_F[3]	
drt	antenna-violating nets left	0	
floorplan	die area	47480	µm²
timing	post-layout period usage	0.9952	
timing	pin slew with the least headroom to its limit	0.9608	ns
critical_path	classification of the worst setup path	in -> out	
yosys	tally of unique sky130hd cells used after synthesis	70	
clock_network	CTS tree	built	
timing	final hold violation count	0	
global_routing	vias in the first global route	11120	
global_routing	wire length of the first global-routing pass	72.07	mm
yosys	adder and majority gate portion of the synthesized area	0	
drt	top metal layer carrying routed signals	met4	
drt	length of the first detailed-routing pass in iterations	5	
drt	via count of the routed design	11050	
finish	fillcell total	4409	
floorplan	core utilization before placement	0.3062	
pwr	total power	4.338	mW
drt	routed wire length	47.84	mm
yosys	area fraction in and, or, nand and nor cells after synthesis	0.1728	
min_path	hold path startpoint	memory_table[141][8]	
timing	Final setup viols	0	
run	count of maximum capacitance violations	0	
drt	met2 layer wire length in the routed design	21.68	mm
yosys	# Cells Yosys	1341	
clock_network	number of buffers on the longest clock path	3	
min_path	type of the tightest min-delay check	reg -> reg	
global_routing	residual overflow from global routing	0	
floorplan	placeable core area	45670	µm²
yosys	portion of the post-synthesis area used by sequential elements	0.4581	
critical_path	Crit path required time	4.48	ns
finish	largest registers	memory_table: 256 flops	
clock_network	level count of the clock H-tree	1	
yosys	aoi/oai-family share of the synthesized area	0.09564	
timing	Max transition margin	0.3594	
yosys	library cell occupying the most area in the post-synthesis netlist	sky130_fd_sc_hd__dfrtp_1	
timing	RSZ-0062 raised after global routing	false	
drt	antenna cells	0	
yosys	Yosys reg bits	256	
finish	relative area change from synthesis to final layout	16.39	%
drt	post-detailed-route via-to-cell ratio	5.574	
drt	number of remaining DRC errors	0	
finish	number of flip-flops under the largest register name	256	
final timing paths:
check                           slack, ns                    to  depth (start not counted)
worst max register to register       4.78    memory_table[0][8]                          1
worst min-delay path                 0.49  memory_table[141][8]                          1
min in group asynchronous            0.51  memory_table[133][8]                          1
worst max-delay path                 0.03                 LD_en                         12
worst min register to register       0.49  memory_table[141][8]                          1
max in group asynchronous            4.08  memory_table[137][8]                          2
logic make-up (layout without fill, tap and decap cells):
group           Yosys count  count (layout)
xor+xnor                  1               1
simple gates            495             495
mux                     281             281
flops                   256             256
compound gates          182             182
buf+inv                 126             168
area by class of cell:
type | count | area, µm² | area share
timing repair buffer | 113 | 1022 | 0.06280
inverter | 2 | 7.507 | 0.0004612
clock inverter | 8 | 87.58 | 0.005381
multi-input combinational | 959 | 7117 | 0.4372
clock buffer | 45 | 885.9 | 0.05442
sequential | 256 | 6406 | 0.3936
tap | 600 | 750.7 | 0.04612
timing repair:
item | CTS | global route
pin swaps | 0 | 1
gates resized | 5 | 7
setup endpoints to repair | 2 | 2
metal layers:
| layer | vias up | GRT usage |
|---|---|---|
| met5 | - | 0 |
| met4 | 0 | 0.06270 |
| met3 | 98 | 0.07664 |
| met2 | 469 | 0.3145 |
| met1 | 5608 | 0.2911 |
| li1 | 4879 | - |
stage by stage:
step / instances / setup TNS (ns) / setup slack, ns / area, µm²
after floorplan: 1341 / 0 / 1.477 / 13980
after detailed placement: 1930 / -0.2338 / -0.1196 / 15260
after CTS: 1983 / 0 / 0.03292 / 16260
after global routing: 1983 / 0 / 0.007109 / 16280
final: 1983 / 0 / 0.02664 / 16280
after global placement: 1930 / -0.2455 / -0.1235 / 15260
power by group:
| part | internal, mW | total, mW | leakage, nW | switching, mW |
|---|---|---|---|---|
| Combinational | 0.166 | 0.434 | 3.06 | 0.268 |
| Clock | 1.13 | 1.92 | 0.485 | 0.789 |
| Sequential | 1.94 | 1.98 | 3.53 | 0.0442 |
| Total | 3.24 | 4.34 | 7.07 | 1.10 |
Yosys cell counts, types with 3 or more instances:
master / count
sky130_fd_sc_hd__nand2_1: 287
sky130_fd_sc_hd__mux2_2: 260
sky130_fd_sc_hd__dfrtp_1: 256
sky130_fd_sc_hd__clkbuf_1: 83
sky130_fd_sc_hd__a22oi_1: 76
sky130_fd_sc_hd__nor2_1: 32
sky130_fd_sc_hd__nand3_1: 30
sky130_fd_sc_hd__buf_2: 25
sky130_fd_sc_hd__nand4_1: 17
sky130_fd_sc_hd__nor3_1: 17
sky130_fd_sc_hd__o21ai_0: 16
sky130_fd_sc_hd__nor2b_1: 14
sky130_fd_sc_hd__a21oi_1: 13
sky130_fd_sc_hd__and2_1: 13
sky130_fd_sc_hd__nor4_1: 12
sky130_fd_sc_hd__nand2b_1: 11
sky130_fd_sc_hd__o22ai_1: 10
sky130_fd_sc_hd__and2_0: 9
sky130_fd_sc_hd__and4b_1: 8
sky130_fd_sc_hd__mux2i_1: 8
sky130_fd_sc_hd__nor4bb_1: 8
sky130_fd_sc_hd__a31oi_1: 7
sky130_fd_sc_hd__buf_4: 7
sky130_fd_sc_hd__buf_6: 7
sky130_fd_sc_hd__mux4_2: 7
sky130_fd_sc_hd__a32oi_1: 6
sky130_fd_sc_hd__mux2_1: 6
sky130_fd_sc_hd__nor3b_1: 6
sky130_fd_sc_hd__and3_1: 5
sky130_fd_sc_hd__nor4b_1: 5
sky130_fd_sc_hd__nor4b_2: 5
sky130_fd_sc_hd__o21ai_1: 5
sky130_fd_sc_hd__a222oi_1: 4
sky130_fd_sc_hd__a22o_1: 4
sky130_fd_sc_hd__a32o_1: 4
sky130_fd_sc_hd__a2111oi_0: 3
sky130_fd_sc_hd__a311oi_1: 3
sky130_fd_sc_hd__and3b_1: 3
sky130_fd_sc_hd__o2111ai_1: 3
sky130_fd_sc_hd__o31ai_1: 3
worst max-delay path, cell delays in order:
cell and delay, ns:
sky130_fd_sc_hd__buf_2 0.34, sky130_fd_sc_hd__buf_4 0.29, sky130_fd_sc_hd__nor4b_2 0.12, sky130_fd_sc_hd__buf_4 0.22, sky130_fd_sc_hd__a22oi_1 0.19, sky130_fd_sc_hd__nand4_1 0.27, sky130_fd_sc_hd__a21oi_1 0.28, sky130_fd_sc_hd__nand4_1 0.11
sky130_fd_sc_hd__nor4_1 0.66, sky130_fd_sc_hd__a31oi_2 0.25, sky130_fd_sc_hd__buf_4 0.19, sky130_fd_sc_hd__clkdlybuf4s50_1 0.40
No activity file was given, so power comes from the tool's default toggle rates.
