==> design/flow/design.v <==
parameter int WIDTH          = 32;   
parameter int RS             = 5;    
parameter int RD             = 5;    
parameter int IMM            = 32;   
parameter int SUB_OPCODE     = 4;    
parameter int OPCODE     = 5;    
parameter int LOAD_TYPE      = 3;    
parameter int ALU_OP         = 4;    
parameter int FORWARD_MODE   = 3;    
typedef enum logic [LOAD_TYPE-1:0] {
    LOAD_BYTE     = 3'b000,
    LOAD_HALF     = 3'b001,
    LOAD_WORD     = 3'b010,
    LOAD_BYTE_U   = 3'b100,
    LOAD_HALF_U   = 3'b101
} load_type_e;
typedef enum logic [FORWARD_MODE-1:0] {
    FORWARD_NORMAL           = 3'b000,
    FORWARD_BRANCH_EX        = 3'b001,
    FORWARD_MEMORY_EX        = 3'b010,
    FORWARD_BRANCH_MEM       = 3'b011,
    FORWARD_MEMORY_MEM       = 3'b100,
    FORWARD_BRANCH_WB        = 3'b101,
    FORWARD_MEMORY_WB        = 3'b110
} forward_mode_e;
typedef enum logic [ALU_OP-1:0] {
    ALU_ADD    = 4'd0,
    ALU_SUB    = 4'd1,
    ALU_SLL    = 4'd2,
    ALU_SLT    = 4'd3,
    ALU_SLTU   = 4'd4,
    ALU_XOR    = 4'd5,
    ALU_SRL    = 4'd6,
    ALU_SRA    = 4'd7,
    ALU_OR     = 4'd8,
    ALU_AND    = 4'd9
} alu_op_e;
function automatic logic [WIDTH-1:0] Forwarding_MUX (
    input logic [FORWARD_MODE-1:0] Control_Signal,
    input logic [WIDTH-1:0] Normal_Data,
    input logic [WIDTH-1:0] Forwarding_From_Branch_Ex,
    input logic [WIDTH-1:0] Forwarding_From_Memory_Ex,
    input logic [WIDTH-1:0] Forwarding_From_Branch_Mem,
    input logic [WIDTH-1:0] Forwarding_From_Memory_Mem,
    input logic [WIDTH-1:0] Forwarding_From_Branch_WB,
    input logic [WIDTH-1:0] Forwarding_From_Memory_WB
);
    case (Control_Signal)
        FORWARD_NORMAL:        Forwarding_MUX = Normal_Data;
        FORWARD_BRANCH_EX:     Forwarding_MUX = Forwarding_From_Branch_Ex;
        FORWARD_MEMORY_EX:     Forwarding_MUX = Forwarding_From_Memory_Ex;
        FORWARD_BRANCH_MEM:    Forwarding_MUX = Forwarding_From_Branch_Mem;
        FORWARD_MEMORY_MEM:    Forwarding_MUX = Forwarding_From_Memory_Mem;
        FORWARD_BRANCH_WB:     Forwarding_MUX = Forwarding_From_Branch_WB;
        FORWARD_MEMORY_WB:     Forwarding_MUX = Forwarding_From_Memory_WB;
        default:               Forwarding_MUX = 32'd0;
    endcase
endfunction
module Forwarding_MUX (
	input logic [WIDTH-1:0]Normal,
	input logic [WIDTH-1:0]Branch_Execute,
	input logic [WIDTH-1:0]Memory_Execute,
	input logic [WIDTH-1:0]Branch_Memory,
	input logic [WIDTH-1:0]Memory_Memory,
	input logic [WIDTH-1:0]Branch_WB,
	input logic [WIDTH-1:0]Memory_WB,
	input logic [2:0]Control_Signal,  
	output logic [WIDTH-1:0]out
	);
	always_comb
	begin
		case(Control_Signal)
			3'b000: out = Normal;  
			3'b001: out = Branch_Execute;  
			3'b010: out = Memory_Execute;  
			3'b011: out = Branch_Memory;  
			3'b100: out = Memory_Memory;  
			3'b101: out = Branch_WB;  
			3'b110: out = Memory_WB;  
			default: out = 32'd0;  
		endcase
	end
endmodule
==> design/flow/run.sh <==
#!/bin/bash
# OpenROAD 26Q1-2900-gdf79404cd8, Yosys 0.63+post, stock flow scripts
make -C /OpenROAD-flow-scripts/flow DESIGN_CONFIG=/design/flow/config.mk WORK_HOME=/design/flow/orfs finish
==> design/flow/config.mk <==
export PLATFORM = sky130hd
export DESIGN_NAME = Forwarding_MUX
export DESIGN_NICKNAME = Forwarding_MUX
export VERILOG_FILES = /design/flow/design.v
export SDC_FILE = /design/flow/constraint.sdc
export NUM_CORES = 4
export LEC_CHECK = 1
export CORE_AREA = 10 10 111 111
export DIE_AREA = 0 0 121 121
==> design/flow/constraint.sdc <==
current_design Forwarding_MUX

set clk_period 4.6
set clk_io_pct 0.2

create_clock -name clk0 -period $clk_period

set non_clock_inputs [all_inputs -no_clocks]
set_input_delay [expr $clk_period * $clk_io_pct] -clock clk0 $non_clock_inputs
set_output_delay [expr $clk_period * $clk_io_pct] -clock clk0 [all_outputs]
==> ci_impl_report.md <==
## Implementation flow summary

| Metric | Value |
|---|---|
| Status | finished, final reports clean |
| Antenna violations before repair | 1 |
| Maximum vdd ir drop | between 0.04 and 0.05 mV |
| Post-synth top cells | mux2i_1 (56), o21a_1 (31), mux2_2 (27) |
| Adder Area Share | 0% |
| Worst Tran Pin Value | roughly 0.70 ns |
| Total Wirelength | about 12000 um |
| Clock buffer cells | 0 |
| Flop area | 0 um2 |
| Fin crit period | approximately 3.7 ns |
| Slew margin rel. | 53.1% |
| Leading area contributor after synthesis | mux2i_1 |
| Synthesized area per cell | roughly 8 um2 |
| Layout Cells excl Fill | ~630 |
| OpenROAD warning count | 32 |
| Init Core Util | a little over a fifth |
| Hold Crit Class | primary input to output pin |
| Die Width | between 100 and 150 um |
| Via count | 2957 |
| Layout cells sized above 1 | 7.93% |
| First-pass GRT wire length | 17900 um |
| Post-synth seq share | 0% |
| WL/cell | 19.5 um |
| Synth Area in Compound Gates | a little over a quarter |
| Final ANT Viol Nets | 0 |
| Crit path kind | primary input to output pin |
| Core Region | about 0.01 mm2 |
| Cell count listed in synth_stat.txt | approximately 260 |
| CP startpoint kind | primary input |
| Rows | 36 |
| DP HPWL | 10300 um |
| Hold-fix buffers at CTS | 0 |
| Post-Place Cells | 625 |
| Crit end category | output pin |
| Final-report setup violation count | 0 |
| Area delta synth->final | 125% |
| Main logic family | multiplexers |
| I/O pin cnt | around 260 |
| I/O Buffers | 259 |
| Count leader, synth | mux2i_1 |
| Total Routing Usage GR | between 15 and 20% |
| Die area | about 0.015 mm2 |
| Unrepaired setup endpoints after global routing | no |
| Mapped Area | a little over 0.002 mm2 |
| Post-CTS Setup Bufs | 0 |
| Mux cell area share after synthesis | a little under half |
| Area leader share | between 20% and 30% |
| Unique cell types | 23 |
| Overflow after GRT | 0 |
| WP data arrival | 2.82 ns |
| Worst Hold Path EP | out[26] |
| Ys Warns | 1 |
| Number of gates resized after cts | 0 |
| DRC errors left | 0 |
| Registers | 0 |
| Mapped Cells | approximately 260 |
| Final Hold Viols | 0 |
| YS chip area | about 0.0021 mm2 |
| Post-synth area hogs | mux2i_1 (27%), mux2_2 (15%), o21a_1 (11%) |
| Power density cells | 91.1 mW/mm2 |
| Fmax | around 270 MHz |
| Hold slack final | between 2 and 3 ns |
| XOR/XNOR Area Share | 0% |
| Slew Limit Fails | 0 |
| Cycle use final | roughly four fifths |
| Largest net degree at the start of global routing | about 63 |
| Die H | 121 um |
| Vias in the first global route | 3121 |
| TNS Setup | 0 ns |
| Static Leak | approximately 1.7 nW |
| N_diodes | 0 |
| Hold Path Cell Cnt | 4 |
| Via density | between 4 and 5 |
| First-pass DRT Iterations | 4 |
| Critical Path RT | ~3.7 ns |
| Crit-path max FO | 58 |
| Final estimated routing congestion in global placement | between 0.8 and 0.9 |
| Max-Cap Viols | 0 |
| Hold Startpoint | Control_Signal[2] |
| Initial detailed-routing violation count | between 150 and 200 |
| Synth Area in Simple Gates | between 15 and 20% |
==> per-layer routing <==
layer | wire length (um) | GRT usage (%) | vias up
li1 | - | - | 1488
met1 | 4990 | 17.8 | 1309
met2 | 5890 | 27.2 | 156
met3 | 1310 | 5.81 | 2
met4 | 0 | 0 | 2
met5 | 13 | 0 | -
==> final cells by class <==
class | instances | area, um2
well taps | 133 | 166
repair buffers | 267 | 2660
fillers | 932 | 5190
multi-input cells | 225 | 1850
==> report_power, final <==
group / switching (mW) / leakage [nW] / internal, mW
clock network: 0 / 0 / 0
logic: 0.123 / 1.73 / 0.303
registers: 0 / 0 / 0
total: 0.123 / 1.73 / 0.303
==> cell families after synthesis <==
logic type	after synthesis
and+or+nand+nor	66
muxes	89
AOI/OAI and AO/OA	70
buffers and inverters	34
==> stage by stage <==
stage / total power, mW / cell area, um2 / utilization [%] / worst slack (ns)
after floorplan: 0.153 / 2070 / - / 1.93
after global placement: 0.428 / 4680 / 47.4 / 0.866
after detailed placement: 0.430 / 4680 / 47.4 / 0.861
after CTS: 0.433 / 4680 / 47.4 / 0.853
after global routing: 0.460 / 4680 / 47.4 / 0.764
final: 0.426 / 4680 / 47.4 / 0.858
==> cells in the final DEF (no fill, tap or decap) <==
| master | count |
|---|---|
| o21a_1 | 31 |
| buf_12 | 1 |
| buf_2 | 1 |
| o22ai_1 | 1 |
| buf_4 | 9 |
| mux2_2 | 27 |
| nor2b_1 | 1 |
| mux2_1 | 5 |
| nand3b_1 | 7 |
| mux4_2 | 1 |
| o211ai_1 | 7 |
| nand4b_1 | 7 |
| nand2_1 | 25 |
| nand2b_1 | 1 |
| nand3_1 | 24 |
| o221ai_1 | 24 |
| mux2i_1 | 56 |
| a32oi_1 | 7 |
| clkdlybuf4s50_1 | 256 |
| and2b_1 | 1 |
==> worst max path at each step <==
stage                  from  endpoint
4_1_cts   Control_Signal[0]   out[29]
5_1_grt   Control_Signal[0]   out[29]
6_report  Control_Signal[0]   out[29]
==> critical path, stage by stage <==
cell and delay (ns):
buf_4 0.53, buf_4 0.44, mux2i_1 0.13, o221ai_1 0.23, clkdlybuf4s50_1 0.52
Power figures rest on the tool's default switching activity, not on a simulated workload.
