[flow/constraint.sdc]
current_design Decoder

set clk_period 5.9
set clk_io_pct 0.2

create_clock -name clk0 -period $clk_period

set non_clock_inputs [all_inputs -no_clocks]
set_input_delay [expr $clk_period * $clk_io_pct] -clock clk0 $non_clock_inputs
set_output_delay [expr $clk_period * $clk_io_pct] -clock clk0 [all_outputs]
[flow/config.mk]
export PLATFORM = sky130hd
export DESIGN_NAME = Decoder
export DESIGN_NICKNAME = Decoder
export VERILOG_FILES = /design/flow/design.v
export SDC_FILE = /design/flow/constraint.sdc
export NUM_CORES = 4
export LEC_CHECK = 1
export CORE_AREA = 10 10 102 102
export DIE_AREA = 0 0 112 112
[flow/design.v]
parameter int WIDTH          = 32;   
parameter int RS             = 5;    
parameter int RD             = 5;    
parameter int IMM            = 32;   
parameter int SUB_OPCODE     = 4;    
parameter int OPCODE     = 5;    
parameter int LOAD_TYPE      = 3;    
parameter int ALU_OP         = 4;    
parameter int FORWARD_MODE   = 3;    
typedef enum logic [LOAD_TYPE-1:0] {
    LOAD_BYTE     = 3'b000,
    LOAD_HALF     = 3'b001,
    LOAD_WORD     = 3'b010,
    LOAD_BYTE_U   = 3'b100,
    LOAD_HALF_U   = 3'b101
} load_type_e;
typedef enum logic [FORWARD_MODE-1:0] {
    FORWARD_NORMAL           = 3'b000,
    FORWARD_BRANCH_EX        = 3'b001,
    FORWARD_MEMORY_EX        = 3'b010,
    FORWARD_BRANCH_MEM       = 3'b011,
    FORWARD_MEMORY_MEM       = 3'b100,
    FORWARD_BRANCH_WB        = 3'b101,
    FORWARD_MEMORY_WB        = 3'b110
} forward_mode_e;
typedef enum logic [ALU_OP-1:0] {
    ALU_ADD    = 4'd0,
    ALU_SUB    = 4'd1,
    ALU_SLL    = 4'd2,
    ALU_SLT    = 4'd3,
    ALU_SLTU   = 4'd4,
    ALU_XOR    = 4'd5,
    ALU_SRL    = 4'd6,
    ALU_SRA    = 4'd7,
    ALU_OR     = 4'd8,
    ALU_AND    = 4'd9
} alu_op_e;
function automatic logic [WIDTH-1:0] Forwarding_MUX (
    input logic [FORWARD_MODE-1:0] Control_Signal,
    input logic [WIDTH-1:0] Normal_Data,
    input logic [WIDTH-1:0] Forwarding_From_Branch_Ex,
    input logic [WIDTH-1:0] Forwarding_From_Memory_Ex,
    input logic [WIDTH-1:0] Forwarding_From_Branch_Mem,
    input logic [WIDTH-1:0] Forwarding_From_Memory_Mem,
    input logic [WIDTH-1:0] Forwarding_From_Branch_WB,
    input logic [WIDTH-1:0] Forwarding_From_Memory_WB
);
    case (Control_Signal)
        FORWARD_NORMAL:        Forwarding_MUX = Normal_Data;
        FORWARD_BRANCH_EX:     Forwarding_MUX = Forwarding_From_Branch_Ex;
        FORWARD_MEMORY_EX:     Forwarding_MUX = Forwarding_From_Memory_Ex;
        FORWARD_BRANCH_MEM:    Forwarding_MUX = Forwarding_From_Branch_Mem;
        FORWARD_MEMORY_MEM:    Forwarding_MUX = Forwarding_From_Memory_Mem;
        FORWARD_BRANCH_WB:     Forwarding_MUX = Forwarding_From_Branch_WB;
        FORWARD_MEMORY_WB:     Forwarding_MUX = Forwarding_From_Memory_WB;
        default:               Forwarding_MUX = 32'd0;
    endcase
endfunction
module Decoder
(
    input logic  [WIDTH-1:0] inst_0,
    input logic  [WIDTH-1:0] inst_1,
    output logic [4:0] op_code_0 ,
    output logic [4:0] op_code_1 ,
    output logic [3:0] sub_op_code_0 ,
    output logic [3:0] sub_op_code_1 ,
    output logic [RS-1:0] rs1_0, 
    output logic [RS-1:0] rs1_1, 
    output logic [RS-1:0] rs2_0,
    output logic [RS-1:0] rs2_1,
    output logic [RD-1:0] rd_0,
    output logic [RD-1:0] rd_1,
    output logic [WIDTH-1:0] imm_0,
    output logic [WIDTH-1:0] imm_1,
    output logic [4:0] shift_size_0,
    output logic [4:0] shift_size_1
);  
    logic [WIDTH-1:0] inst [1:0];
    assign inst[0] = inst_0;
    assign inst[1] = inst_1;
    integer i;
    always_comb begin
        for (i = 0; i < 2; i = i + 1) begin
            case (inst[i][6:2])
                5'b01101:  
                begin
                    op_code[i]       = inst[i][6:2];
                    sub_op_code[i]   = {inst[i][30], inst[i][14:12]};
                    shift_size[i]    = 5'd0;
                    imm[i]           = {inst[i][31:12], 12'd0};
                    rs1[i]           = 5'd0;
                    rs2[i]           = 5'd0;
                    rd[i]            = inst[i][11:7];
                end
                5'b00101:  
                begin
                    op_code[i]       = inst[i][6:2];
                    sub_op_code[i]   = {inst[i][30], inst[i][14:12]};
                    shift_size[i]    = 5'd0;
                    imm[i]           = {inst[i][31:12], 12'd0};
                    rs1[i]           = 5'd0;
                    rs2[i]           = 5'd0;
                    rd[i]            = inst[i][11:7];
                end
                5'b00100:  
                begin
                    op_code[i]       = inst[i][6:2];
                    sub_op_code[i]   = {inst[i][30], inst[i][14:12]};
                    shift_size[i]    = inst[i][24:20];
                    imm[i]           = {{20{inst[i][31]}}, inst[i][31:20]};
                    rs1[i]           = inst[i][19:15];
                    rs2[i]           = 5'd0;
                    rd[i]            = inst[i][11:7];
                end
                5'b01100:  
                begin
                    op_code[i]       = inst[i][6:2];
                    sub_op_code[i]   = {inst[i][30], inst[i][14:12]};
                    shift_size[i]    = inst[i][24:20];
                    imm[i]           = 32'd0;
                    rs1[i]           = inst[i][19:15];
                    rs2[i]           = inst[i][24:20];
                    rd[i]            = inst[i][11:7];
                end
                5'b00000:  
                begin
                    op_code[i]       = inst[i][6:2];
                    sub_op_code[i]   = {inst[i][30], inst[i][14:12]};
                    shift_size[i]    = 5'd0;
                    imm[i]           = {{20{inst[i][31]}}, inst[i][31:20]};
                    rs1[i]           = inst[i][19:15];
                    rs2[i]           = 5'd0;
                    rd[i]            = inst[i][11:7];
                end
                5'b01000:  
                begin
                    op_code[i]       = inst[i][6:2];
                    sub_op_code[i]   = {inst[i][30], inst[i][14:12]};
                    shift_size[i]    = 5'd0;
                    imm[i]           = {{20{inst[i][31]}}, inst[i][31:25], inst[i][11:7]};
                    rs1[i]           = inst[i][19:15];
                    rs2[i]           = inst[i][24:20];
                    rd[i]            = 5'd0;
                end
                5'b11011:  
                begin
                    op_code[i]       = inst[i][6:2];
                    sub_op_code[i]   = 4'b1111;
                    shift_size[i]    = 5'd0;
                    imm[i]           = {{12{inst[i][31]}}, inst[i][19:12], inst[i][20], inst[i][30:21], 1'b0};
                    rs1[i]           = 5'd0;
                    rs2[i]           = 5'd0;
                    rd[i]            = inst[i][11:7];
                end
                5'b11001:  
                begin
                    op_code[i]       = inst[i][6:2];
                    sub_op_code[i]   = 4'd0;
                    shift_size[i]    = 5'd0;
                    imm[i]           = {{20{inst[i][31]}}, inst[i][31:20]};
                    rs1[i]           = inst[i][19:15];
                    rs2[i]           = 5'd0;
                    rd[i]            = inst[i][11:7];
                end
                5'b11000:  
                begin
                    op_code[i]       = inst[i][6:2];
                    sub_op_code[i]   = {inst[i][30], inst[i][14:12]};
                    shift_size[i]    = 5'd0;
                    imm[i]           = {{19{inst[i][31]}}, inst[i][31], inst[i][7], inst[i][30:25], inst[i][11:8], 1'b0};
                    rs1[i]           = inst[i][19:15];
                    rs2[i]           = inst[i][24:20];
                    rd[i]            = 5'd0;
                end
                default:  
                begin
                    op_code[i]       = 5'd0;
                    sub_op_code[i]   = 4'd0;
                    shift_size[i]    = 5'd0;
                    imm[i]           = 32'd0;
                    rs1[i]           = 5'd0;
                    rs2[i]           = 5'd0;
                    rd[i]            = 5'd0;
                end
            endcase
        end
    end
    logic [4:0] op_code [1:0];
    logic [3:0] sub_op_code [1:0];
    logic [RS-1:0] rs1 [1:0]; 
    logic [RS-1:0] rs2 [1:0];
    logic [RD-1:0] rd [1:0];
    logic [WIDTH-1:0] imm [1:0];
    logic [4:0] shift_size [1:0];
    assign op_code_0 = op_code[0];
    assign op_code_1 = op_code[1];
    assign sub_op_code_0 = sub_op_code[0];
    assign sub_op_code_1 = sub_op_code[1];
    assign rs1_0 = rs1[0];
    assign rs1_1 = rs1[1];
    assign rs2_0 = rs2[0];
    assign rs2_1 = rs2[1];
    assign rd_0 = rd[0];
    assign rd_1 = rd[1];
    assign imm_0 = imm[0];
    assign imm_1 = imm[1];
    assign shift_size_0 = shift_size[0];
    assign shift_size_1 = shift_size[1];
endmodule
[flow/run.sh]
#!/bin/bash
# OpenROAD 26Q1-2900-gdf79404cd8, Yosys 0.63+post, stock flow scripts
make -C /OpenROAD-flow-scripts/flow DESIGN_CONFIG=/design/flow/config.mk WORK_HOME=/design/flow/orfs finish
==> deck_impl_summary.md <==
Synthesis and Place & Route Summary

Outcome
  • Outcome: complete, no violations

GRT
  • GR Util met3: 0.0554
  • Met1 usage: 0.141
  • Global route overflow: 0
  • Initial antenna violation count: 0
  • Vias in the first global route: 2335
  • Top Usage Layer GRT: met2
  • Largest net degree at the start of global routing: 19
  • Total GRT Usage: 0.123
  • Met2 Use GR: 0.216
  • First-pass GRT wire length: 13200 um

Finish
  • Most numerous logic cell after layout: clkdlybuf4s50_1
  • Flop count: 0
  • Number of clock buffers in the layout: 0
  • Layout cell share with drive strength beyond 1: 0.0285
  • Flop area: 0 um^2
  • Area Growth Syn to Fin: 126%
  • Top Layout Cells: 182 x clkdlybuf4s50_1, 43 x and2_1, 25 x a21o_1, 24 x nand2_1, 20 x nor2b_1

Clock tree
  • Cts-stage hold buffer count: 0
  • Setup Buffers After CTS: 0
  • Post_cts resized: 0

Place
  • Hpwl dp: 7310 um
  • RePlAce Congestion: 0.895
  • PortBufs: 182

Logic synthesis
  • Synth Cell Area: 0.00149 mm^2
  • Mapped Cells: 220
  • Post-synthesis average cell area: 6.76 um^2
  • Yosys synthesis chip area: 0.00149 mm^2
  • And+or+nand+nor area frac: 0.563
  • Adder share: 0
  • Synth mux share: 0.0244
  • Ys cells: 220
  • Seq/Total Area, Yosys: 0
  • Yosys top cell by area: and2_1
  • Synth Area in Compound Gates: 0.354
  • Warnings, synthesis: 9
  • Yosys xor share: 0
  • Cell Type Count: 46
  • Area share, top type: 0.181
  • Top comb family, area: simple AND/OR/NAND/NOR gates
  • Post-synth area hogs: and2_1 18%, a21o_1 13%, a22o_1 11%, nor2b_1 8.4%, nand2_1 6.1%

Power
  • Cell-internal power: 0.135 mW
  • Peak supply drop: 0.0297 mV
  • Sw Ratio: 0.335
  • Seq pwr share: 0
  • Net switching power: 0.0681 mW
  • Clk network pwr share: 0
  • Power per standard cell area: 60.4 mW/mm^2
  • Leakage: 1.44 nW
  • Comb pwr share: 1.000

Detailed routing
  • DRT iter0 DRCs: 103
  • Wire per inst: 17.3 um
  • Vias per inst: 4.65
  • Post-route DRC violation count: 0
  • Final ANT Viol Nets: 0
  • Ant diodes: 0
  • Drt total wl: 8480 um
  • Via count: 2282
  • DRT Pass-1 Iters: 4

Critical path
  • CP Capture Type: output port
  • Crit path required time: 4.72 ns
  • Crit path kind: in -> out
  • Max FO, Critical Path: 18
  • Delay of the slowest critical-path stage: 0.71 ns
  • WP buf/inv: 2
  • CP most frequent cell: clkdlybuf4s50_1
  • CP Launch Type: primary input
  • Crit-path cells: clkdlybuf4s50_1 > nor2b_1 > nor4_4 > a22o_1 > clkdlybuf4s50_1
  • Crit path max-delay cell type: clkdlybuf4s50_1
  • Crit path max-delay family: buffers and inverters
  • Crit path arrival time: 3.59 ns

Floorplan
  • Num rows: 33
  • I/O pins: 186
  • Die Wd: 112 um
  • Die Ht: 112 um
  • Starting Density: 0.181
  • Chip area: 0.0125 mm^2
  • Total core area: 0.00822 mm^2

Hold path
  • Hold EP: imm_0[29]
  • Hold depth: 4
  • HP Class: in -> out
  • Worst hold start: inst_0[29]

Final timing
  • Final Hold Fails: 0
  • Final Max Slew Viols: 0
  • Endpoints failing setup: 0
  • Max_slew headroom: 0.464
  • Fmax: 210 MHz
  • RSZ-0062 raised after global routing: false
  • Fin Setup TNS: 0 ns
  • Tcrit/Tclk final: 0.809
  • Min Tclk post-route: 4.77 ns
  • Measured slew at the worst slew-check pin: 0.797 ns
  • Hold slack: 3.28 ns

Run
  • Max-Cap Viols: 0
  • Log Warnings: 36
stage by stage:
step	util	cell area (um^2)	worst slack (ns)	instances	total power, mW
2_1_floorplan	-	1490	2.55	220	0.0620
3_3_place_gp	0.410	3370	1.09	491	0.206
3_5_place_dp	0.410	3370	1.09	491	0.206
4_1_cts	0.410	3370	1.10	491	0.207
5_1_grt	0.410	3370	0.895	491	0.222
6_report	0.410	3370	1.13	491	0.203
worst max-delay path by stage:
stage / to / startpoint / cells after the start
final: imm_1[20] / inst_1[3] / 5
after CTS: imm_1[20] / inst_1[2] / 5
after global routing: imm_1[20] / inst_1[3] / 5
power groups by stage:
| stage | clock (mW) | combinational, mW | sequential (mW) |
|---|---|---|---|
| CTS | 0 | 0.207 | 0 |
| global route | 0 | 0.222 | 0 |
| finish | 0 | 0.203 | 0 |
cells by family after synthesis:
group	Yosys count
buffers and inverters	19
muxes	3
and+or+nand+nor	132
AOI/OAI and AO/OA	66
Yosys cell counts, types with 2 or more instances:
cell type / n
a21o_1: 25
a211oi_1: 2
and4b_1: 4
and3_1: 3
nand3b_1: 3
nor3b_1: 2
buf_2: 6
o21bai_1: 3
nand2_1: 24
o21a_1: 3
nor3b_2: 2
a22o_1: 19
clkbuf_1: 9
and2_1: 43
nor3_1: 3
inv_1: 3
a21oi_1: 4
or2_1: 3
nor2b_1: 20
and3b_1: 2
nand4b_1: 3
nand2b_1: 5
nor2_1: 6
final cells by class:
cell class	instances	area, um^2
Inverter	3	11.3
Tap cell	105	131
Multi-Input combinational cell	201	1400
Timing Repair Buffer	182	1820
Fill cell	820	4850
layer usage:
layer / vias up / wire length [um] / share of wire
met5: - / 0 / 0
met4: 0 / 27 / 0.0032
met3: 2 / 1010 / 0.12
met2: 114 / 4000 / 0.47
met1: 1034 / 3440 / 0.41
li1: 1132 / - / -
worst min-delay path, stage by stage:
cell and delay [ns]:
clkdlybuf4s50_1 0.41, nand2_1 0.06, nand2_1 0.05, clkdlybuf4s50_1 0.40
No activity file was given, so power comes from the tool's default toggle rates.
