==> design/flow/config.mk <==
export PLATFORM = sky130hd
export DESIGN_NAME = MUX_PC
export DESIGN_NICKNAME = MUX_PC
export VERILOG_FILES = /design/flow/design.v
export SDC_FILE = /design/flow/constraint.sdc
export NUM_CORES = 4
export LEC_CHECK = 1
export CORE_AREA = 10 10 98 98
export DIE_AREA = 0 0 108 108
==> design/flow/constraint.sdc <==
current_design MUX_PC

set clk_period 5.5
set clk_io_pct 0.2

create_clock -name clk0 -period $clk_period

set non_clock_inputs [all_inputs -no_clocks]
set_input_delay [expr $clk_period * $clk_io_pct] -clock clk0 $non_clock_inputs
set_output_delay [expr $clk_period * $clk_io_pct] -clock clk0 [all_outputs]
==> design/flow/design.v <==
parameter int WIDTH          = 32;   
parameter int RS             = 5;    
parameter int RD             = 5;    
parameter int IMM            = 32;   
parameter int SUB_OPCODE     = 4;    
parameter int OPCODE     = 5;    
parameter int LOAD_TYPE      = 3;    
parameter int ALU_OP         = 4;    
parameter int FORWARD_MODE   = 3;    
typedef enum logic [LOAD_TYPE-1:0] {
    LOAD_BYTE     = 3'b000,
    LOAD_HALF     = 3'b001,
    LOAD_WORD     = 3'b010,
    LOAD_BYTE_U   = 3'b100,
    LOAD_HALF_U   = 3'b101
} load_type_e;
typedef enum logic [FORWARD_MODE-1:0] {
    FORWARD_NORMAL           = 3'b000,
    FORWARD_BRANCH_EX        = 3'b001,
    FORWARD_MEMORY_EX        = 3'b010,
    FORWARD_BRANCH_MEM       = 3'b011,
    FORWARD_MEMORY_MEM       = 3'b100,
    FORWARD_BRANCH_WB        = 3'b101,
    FORWARD_MEMORY_WB        = 3'b110
} forward_mode_e;
typedef enum logic [ALU_OP-1:0] {
    ALU_ADD    = 4'd0,
    ALU_SUB    = 4'd1,
    ALU_SLL    = 4'd2,
    ALU_SLT    = 4'd3,
    ALU_SLTU   = 4'd4,
    ALU_XOR    = 4'd5,
    ALU_SRL    = 4'd6,
    ALU_SRA    = 4'd7,
    ALU_OR     = 4'd8,
    ALU_AND    = 4'd9
} alu_op_e;
function automatic logic [WIDTH-1:0] Forwarding_MUX (
    input logic [FORWARD_MODE-1:0] Control_Signal,
    input logic [WIDTH-1:0] Normal_Data,
    input logic [WIDTH-1:0] Forwarding_From_Branch_Ex,
    input logic [WIDTH-1:0] Forwarding_From_Memory_Ex,
    input logic [WIDTH-1:0] Forwarding_From_Branch_Mem,
    input logic [WIDTH-1:0] Forwarding_From_Memory_Mem,
    input logic [WIDTH-1:0] Forwarding_From_Branch_WB,
    input logic [WIDTH-1:0] Forwarding_From_Memory_WB
);
    case (Control_Signal)
        FORWARD_NORMAL:        Forwarding_MUX = Normal_Data;
        FORWARD_BRANCH_EX:     Forwarding_MUX = Forwarding_From_Branch_Ex;
        FORWARD_MEMORY_EX:     Forwarding_MUX = Forwarding_From_Memory_Ex;
        FORWARD_BRANCH_MEM:    Forwarding_MUX = Forwarding_From_Branch_Mem;
        FORWARD_MEMORY_MEM:    Forwarding_MUX = Forwarding_From_Memory_Mem;
        FORWARD_BRANCH_WB:     Forwarding_MUX = Forwarding_From_Branch_WB;
        FORWARD_MEMORY_WB:     Forwarding_MUX = Forwarding_From_Memory_WB;
        default:               Forwarding_MUX = 32'd0;
    endcase
endfunction
module MUX_PC 
	(
	input logic [WIDTH-1:0]jump, 
	input logic [WIDTH-1:0]branch, 
	input logic [WIDTH-1:0]normal_F,
	input logic [WIDTH-1:0]normal_EX,
	input logic branch_correction,
	input logic branch_en_F,
	input logic branch_en_EX,
	input logic [1:0]program_counter_controller,
	output logic [WIDTH-1:0]out	
);	
	always_comb
	begin
		if(branch_en_EX)
		begin
			if(branch_correction)
			begin
				out = normal_EX;
			end
			else
			begin
				out = branch;
			end
		end
		else if(branch_en_F)
		begin
				out = branch;
		end
		else
		begin
			case({program_counter_controller , branch_en_F})
				3'b010: 	begin  out = normal_F; 	end  
				3'b100: 	begin  out = jump; 		end  
				default: 	begin  out = normal_F ; 	end  
			endcase
		end
	end
endmodule
==> design/flow/run.sh <==
#!/bin/bash
# OpenROAD 26Q1-2900-gdf79404cd8, Yosys 0.63+post, stock flow scripts
make -C /OpenROAD-flow-scripts/flow DESIGN_CONFIG=/design/flow/config.mk WORK_HOME=/design/flow/orfs finish
==> CHANGELOG.md <==
## Flow update

* Status: finished, final reports clean
* Max-slew headroom at 52.4%
* Largest area contributor in the netlist: mux2i_1
* Vias per cell at roughly 4.4
* Final core occ at just over 40%
* Chip Area, Yosys at 1400 sq um
* Fin Hold WS at roughly 3100 ps
* Die Height at between 100 and 150 um
* Slew @ Worst Pin at between 700 and 800 ps
* Crit. Startpoint: program_counter_controller[1]
* FF+latch area at 0 sq um
* Cell Type Count at 15
* Pwr dens at around 79 nW/um^2
* Yosys stat cell total at 150
* CP Launch Type: input pin
* Core area at 7650 sq um
* Peak VDD IR at 41.5 uV
* Critical path's slowest cell: nor2b_4
* DP Cell Count at between 400 and 500
* Max-Cap Viols at 0
* Tool Warnings at 32
* Post-CTS sizing at 0
* Post-Synthesis Cell Area at 1400 sq um
* Die Wd at 108 um
* Max-slew violation count at 0
* Fin crit share at 81.0%
* CP required at about 4400 ps
* Total global routing overflow at 0
* DRC at 0
* Mean routed wirelength per cell at approximately 17 um
* Cells after Synth at 150
* GRT Overall Usage at between 10% and 20%
* Std-Cell Rows at 32
* # hold bufs at CTS at 0
* Top-count cell post-synth: mux2i_1
* 1st-iter DRT viols at 22
* Main area contributors: mux2i_1 45%, a221oi_2 31%, nor2_1 8.9%
* Layout Cells excl Fill at roughly 410
* Routed Antenna Nets at 0
* TritonRoute pass-1 iters at 4
* P_leak at ~1.2 nW
* Initial antenna violation count at 0
* Critical path, cell by cell: clkdlybuf4s50_1, nor2b_4, buf_4, mux2i_1, a221oi_1, clkdlybuf4s50_1
* Top cell type's share of synthesized area at a little under half
* Final setup vio count at 0
* Syn avg cell area at about 9.3 sq um
* Seq Cell Count at 0
* Largest net degree at the start of global routing at 33
* Setup repair after global routing missed its margin: no
* Final min period at roughly 4500 ps
* Fp_density at around 18%
* Critical Path Fanout Max at 16
* Synth Warn # at 1
* Postcts setup bufs at 0
* Fillcell total at roughly 750
* Layout area overhead at 120%
* Setup crit end kind: primary output
* Port bufs at around 170
* Crit path kind: in2out
* Worst hold path type: in2out
* Design area at slightly above 3000 sq um
* Final Hold Fails at 0
* # IOs at around 170
* Clk_buf instances at 0
* Worst Path Arrival at ~3400 ps
* Most frequent CP cell: clkdlybuf4s50_1
* Post-DP HPWL at about 5900 um
* Synth Seq Share at 0%
* Hold Crit Start: branch_en_EX
* Total wire length at 7090 um
* DP Area at approximately 3100 sq um
* Share of cells above drive strength 1 at between 10% and 20%
* First-pass GRT wire length at ~11,000 um
* CP peak stage delay at roughly 540 ps
* Total vias in the final route at around 1,800
* Fmax at around 220 MHz
* Die ar. at 11,700 sq um
* Vias in the first global route at about 2,000
* Ant. Diodes at 0
* GPL Wtd Cong at between 0.7 and 0.8
* Top cells by count, synth: 63 x mux2i_1, 33 x nor2_1, 29 x a221oi_2
* Final TNS setup at 0 ps
-- power by group --
part           switching, mW  leakage, nW  internal, mW
Combinational         0.0760         1.17         0.168
Clock                      0            0             0
Sequential                 0            0             0
-- layout by cell type, fill, tap and decap left out, drive strengths merged --
cell and instances:
nor2b 1, mux2i 63, clkdlybuf4s50 163, nor3b 1, nor2 33, a211oi 1
buf 9, nand2 1, a221oi 31, nand2b 1
-- layer usage --
layer / vias up / share of wire [%] / routed length, um / GRT usage [%]
li1: 911 / - / - / -
met1: 797 / 41 / 2890 / 13.8
met2: 88 / 48 / 3430 / 19.7
met3: 0 / 11 / 764 / 4.10
met4: 0 / 0 / 0 / 0
met5: - / 0 / 0 / 0
-- worst paths after layout --
path / slack (ps) / to / cells past startpoint
hold / removal: 3130 / out[27] / 5
setup / recovery: 1040 / out[31] / 6
-- through the flow --
stage	setup WS [ps]	total power, mW
final	1040	0.244
after floorplan	2570	0.0929
after CTS	992	0.249
after global routing	881	0.266
after detailed placement	1020	0.248
after global placement	1050	0.247
-- worst max-delay path: cells and delay by family --
| kind | cells | cell delay (ps) |
|---|---|---|
| buffers and inverters | 3 | 1300 |
| AND/OR/NAND/NOR | 1 | 540 |
| AND-OR/OR-AND | 1 | 310 |
| multiplexers | 1 | 100 |
-- area by class of cell --
type / instances / area (sq um) / share of cell area, %
multi-input cells: 132 / 1250 / 40.8
well taps: 102 / 128 / 4.15
repair buffers: 172 / 1690 / 55.1
-- cells by family (layout without fill, tap and decap cells) --
logic type | after synthesis | after routing | share of synthesized area, %
AND-OR/OR-AND | 32 | 32 | 33.0
buffers and inverters | 18 | 172 | 10.7
multiplexers | 63 | 63 | 45.2
AND/OR/NAND/NOR | 37 | 37 | 11.1
Power figures rest on the tool's default switching activity, not on a simulated workload.
